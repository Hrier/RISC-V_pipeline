<file path="run.sh">
#!/bin/bash
# OpenROAD 26Q1-2900-gdf79404cd8, Yosys 0.63+post, stock flow scripts
make -C /OpenROAD-flow-scripts/flow DESIGN_CONFIG=/design/flow/config.mk WORK_HOME=/design/flow/orfs finish
</file>
<file path="config.mk">
export PLATFORM = sky130hd
export DESIGN_NAME = MEM_WB
export DESIGN_NICKNAME = MEM_WB
export VERILOG_FILES = /design/flow/design.v
export SDC_FILE = /design/flow/constraint.sdc
export NUM_CORES = 4
export LEC_CHECK = 1
export CORE_AREA = 10 10 139 139
export DIE_AREA = 0 0 149 149
</file>
<file path="constraint.sdc">
current_design MEM_WB

set clk_period 1.0
set clk_io_pct 0.2

create_clock -name clk0 -period $clk_period [get_ports {clk}]

set non_clock_inputs [all_inputs -no_clocks]
set_input_delay [expr $clk_period * $clk_io_pct] -clock clk0 $non_clock_inputs
set_output_delay [expr $clk_period * $clk_io_pct] -clock clk0 [all_outputs]
</file>
<file path="design.v">
module MEM_WB(
    input wire clk,
    input wire rst,
    input wire[31:0] Read_data_in,
    input wire[31:0] ALU_result_in,
    input wire[31:0] PC_number_in,
    input wire[4:0]  Rd_in,
    input wire MemtoReg_in,
    input wire RegWrite_in,
    input wire is_jal_in,
    output wire[31:0] Read_data_out,
    output wire[31:0] ALU_result_out,
    output wire[31:0] PC_number_out,
    output wire[4:0]  Rd_out,
    output wire MemtoReg_out,
    output wire RegWrite_out,
    output wire is_jal_out
);
reg[31:0] data [0:2];
reg[7:0]  control_Reg;
assign Read_data_out  = data[0];
assign ALU_result_out = data[1];
assign PC_number_out  = data[2];
assign Rd_out       = control_Reg[4:0];
assign MemtoReg_out = control_Reg[5];
assign RegWrite_out = control_Reg[6];
assign is_jal_out   = control_Reg[7];
always @(posedge clk) begin
    if(rst)begin
        data[0] <= 32'b0;
        data[1] <= 32'b0;
        data[2] <= 32'b0;        
        control_Reg[7:5] <= 3'b0;
        control_Reg[4:0] <= 5'b0;
    end else begin
        data[0] <= Read_data_in;
        data[1] <= ALU_result_in;
        data[2] <= PC_number_in;
        control_Reg[4:0] <= Rd_in;
        control_Reg[5] <= MemtoReg_in;
        control_Reg[6] <= RegWrite_in;
        control_Reg[7] <= is_jal_in;
    end
end
endmodule
</file>
==> run_results.csv <==
group,metric,value,unit
run_status,status,"finished clean",
logic_synthesis,synthFlopType,"dfxtp_1",
floorplan,rows,47,
sta,slew_violations,0,
sta,period_needed,0.986,ns
setup_path,crit_path_top_delay_cell,"dfxtp_2",
logic_synthesis,top_cells_by_count,"dfxtp_1, nor2b_1, buf_4",
grt,grt_pass1_wl,13900,um
clocking,htreeDepth,3,
setup_path,slowest_delay,0.32,ns
run,cap_violations,0,
clocking,cts_root_buffer,"clkbuf_16",
sta,slew_headroom,0.872,
drt,wl_per_cell,14.0,um
final_layout,seq_area,2100,um2
setup_path,cp_data_arrival_time,0.79,ns
clocking,cts_buffer_depth,2,
setup_path,cp-end-kind,"output pin",
pwr,ir_drop,0.882,mV
sta,finalCritPeriodShare,0.986,
floorplan,die_w,149,um
logic_synthesis,edf_count,0,
drt,met1_length,3530,um
sta,setup_viol,0,
drt,num_vias,2174,
logic_synthesis,synth-area-yosys,2810,um2
drt,drc_errors,0,
final_layout,logic_area,651,um2
pwr,leakagePower,2.19,nW
final_layout,fin_area,4980,um2
placement,io_buffers,209,
grt,gr-usage-all-layers,0.0814,
floorplan,coreArea,16500,um2
final_layout,area_growth,77.7,%
floorplan,die_area,22200,um2
logic_synthesis,syn_inst,219,
clocking,clk_pin_slew_worst_paths,0.07,ns
run,openroad.warnings,27,
logic_synthesis,ys_cells,219,
drt,firstDrtPassIters,2,
drt,final_antenna_net_count,0,
final_layout,fillers,1701,
logic_synthesis,ys_sh_simple,0.232,
placement,dp_hpwl,7520,um
floorplan,io_pins,210,
floorplan,fp.dieH,149,um
sta,fmax,1010,MHz
logic_synthesis,syn_area,2810,um2
sta,hold_viol_final,0,
drt,drt-vias-per-instance,3.31,
logic_synthesis,ys_sh_adder,0,
setup_path,cp_top_family,"flip-flops",
hold_path,hp-start,"rst",
logic_synthesis,xor_area_frac,0,
drt,dr_wl_met3,1210,um
sta,rsz0062_at_grt,"true",
logic_synthesis,aoi_share,0,
logic_synthesis,yosysTopAreaCellShare,0.742,
floorplan,fp_util,0.170,
drt,met2_length,4360,um
logic_synthesis,ys_types,4,
setup_path,start_kind,"flop",
clocking,cts_tree,"done",
drt,drt-initial-drc-count,42,
grt,antenna_found_initial,0,
clocking,numCtsBuffers,9,
setup_path,crit_path_cell_trace,"buf_2",
placement,gp_congestion,0.778,
setup_path,cp.required,0.80,ns
hold_path,whs_endpoint,"data[1][3]",
logic_synthesis,yosysWarnings,2,
logic_synthesis,synth.comb.largest_family,"simple AND/OR/NAND/NOR gates",
logic_synthesis,synth_area_per_cell,12.8,um2
setup_path,critPathMaxFanout,1,
logic_synthesis,ys_seq_frac,0.742,
grt,grt_pass1_vias,2318,
grt,grt_max_degree,43,
logic_synthesis,top_cells_by_area,"dfxtp_1, nor2b_1, buf_4",
setup_path,critPathKind,"flop to output pin",
drt,wl,9190,um
clocking,clock_sinks,104,
placement,dpl-instance-area,5160,um2
grt,grt-ovfl-total,0,
drt,antenna_cells,0,
setup_path,cp_num_buf_inv,1,
hold_path,hold_path.class,"input pin to flop",
logic_synthesis,ys_sh_mux,0,
logic_synthesis,synth_flops,104,
sta,worst_pin_slew,0.191,ns
final_layout,layout-drive-gt1-share,0.319,
sta,fin_setup_tns,0,ns
pwr,powerDensity,1760,nW/um2
logic_synthesis,synth-async-reset-ratio,0,
drt,highest_layer,"met4",
clocking,hold_buffers,0,
hold_path,hold_depth,3,
logic_synthesis,top_area_cell,"dfxtp_1",
-- kinds of logic after synthesis --
logic type	after synthesis
DFF	104
and+or+nand+nor	104
buffers and inverters	11
-- worst max-delay path by stage --
stage	from	to	cells after the start
finish	data[2][12]	PC_number_out[12]	1
global route	data[2][12]	PC_number_out[12]	1
CTS	data[2][12]	PC_number_out[12]	1
-- stage by stage --
step / utilization / power (mW) / std cells / worst slack (ns) / hold WS, ns
floorplan: - / 4.65 / 219 / 0.352 / 0.328
detailed placement: 0.313 / 5.57 / 640 / -0.0596 / 0.640
finish: 0.303 / 8.75 / 656 / 0.0142 / 0.269
global route: 0.303 / 9.23 / 656 / -0.0306 / 0.266
CTS: 0.302 / 8.95 / 656 / -0.0249 / 0.256
global placement: 0.313 / 5.56 / 640 / -0.0433 / 0.639
-- flip-flops by register name, indices dropped and copies added, names as in the netlist --
| register | cells |
|---|---|
| control_Reg | 8 |
| data | 96 |
-- timing repair --
item / in CTS / in global routing
cloned: 0 / 0
resized: 351 / 5
endpoints found under the setup margin: 104 / 21
buffers inserted: 0 / 0
-- metal layers --
metal / vias up / track usage
met4: 0 / 0.00785
met3: 7 / 0.0511
met2: 118 / 0.132
met1: 972 / 0.0929
li1: 1077 / -
met5: - / 0
-- cells in the final DEF (no fill, tap or decap), types with 3 or more instances in the layout --
master / n
buf_6: 4
clkdlybuf4s50_1: 104
nor2b_1: 104
dfxtp_1: 87
buf_2: 100
buf_12: 3
dfxtp_2: 17
clkbuf_16: 9
-- final cells by class --
cell class,instances,area share
well taps,220,0.0552
clock inverters,3,0.00803
repair buffers,212,0.332
clock buffers,13,0.0522
flip-flops and latches,104,0.422
multi-input cells,104,0.131
-- power by group --
group          switching [mW]  total, mW  internal, mW
combinational           0.206      0.830         0.623
clock                    1.43       3.50          2.07
sequential             0.0496       4.42          4.37
total                    1.69       8.75          7.06
Power is estimated from default activity; no workload was simulated.
