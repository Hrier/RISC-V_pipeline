==> flow/design.v <==
module EX_MEM (
    input wire clk,
    input wire rst,
    input wire EX_MEM_Write,
    input wire[31:0] PC_number_in,
    input wire RegWrite_in,
    input wire MemWrite_in,
    input wire MemRead_in,
    input wire MemtoReg_in,
    input wire[1:0] Branch_in,
    input wire is_jal_in,
    input wire[4:0] Rd_in,
    input wire zero_in,
    input wire[31:0] ALU_result_in,
    input wire[31:0] PC_add_imm_in,
    input wire[31:0] Read_data_2_in,
    output wire[31:0] PC_number_out,
    output wire RegWrite_out,
    output wire MemWrite_out,
    output wire MemRead_out,
    output wire MemtoReg_out,
    output wire[1:0] Branch_out,
    output wire is_jal_out,
    output wire[4:0] Rd_out,
    output wire zero_out,
    output wire[31:0] ALU_result_out,
    output wire[31:0] PC_add_imm_out,
    output wire[31:0] Read_data_2_out,
    output reg not_Forwarding
);
reg[12:0] control_Reg;
reg[31:0] data [0:3];
assign PC_number_out = data[0];
assign Read_data_2_out = data[1];
assign ALU_result_out = data[2];
assign PC_add_imm_out = data[3];
assign RegWrite_out = control_Reg[0];
assign MemWrite_out = control_Reg[1];
assign MemRead_out  = control_Reg[2];
assign MemtoReg_out = control_Reg[3];
assign Branch_out   = control_Reg[5:4];
assign is_jal_out   = control_Reg[6];
assign zero_out     = control_Reg[7];
assign Rd_out       = control_Reg[12:8];
always @(posedge clk) begin
    if(EX_MEM_Write && !rst)begin
        data[0] <= PC_number_in;
        data[1] <= Read_data_2_in;
        data[2] <= ALU_result_in;
        data[3] <= PC_add_imm_in;
        control_Reg[0] <= RegWrite_in;
        control_Reg[1] <= MemWrite_in;
        control_Reg[2] <= MemRead_in;
        control_Reg[3] <= MemtoReg_in;
        control_Reg[5:4] <= Branch_in;
        control_Reg[6] <= is_jal_in;
        control_Reg[7] <= zero_in;
        control_Reg[12:8] <= Rd_in;
        not_Forwarding <= 0;
    end else begin
        data[0] <= 32'b0;
        data[1] <= 32'b0;
        data[2] <= 32'b0;
        data[3] <= 32'b0;
        control_Reg[7:0] <= 8'b0;
        control_Reg[12:0] <= 5'b0;    
        not_Forwarding <= 1;    
    end
end
endmodule
==> flow/run.sh <==
#!/bin/bash
# OpenROAD 26Q1-2900-gdf79404cd8, Yosys 0.63+post, stock flow scripts
make -C /OpenROAD-flow-scripts/flow DESIGN_CONFIG=/design/flow/config.mk WORK_HOME=/design/flow/orfs finish
==> flow/config.mk <==
export PLATFORM = sky130hd
export DESIGN_NAME = EX_MEM
export DESIGN_NICKNAME = EX_MEM
export VERILOG_FILES = /design/flow/design.v
export SDC_FILE = /design/flow/constraint.sdc
export NUM_CORES = 4
export LEC_CHECK = 1
export CORE_UTILIZATION = 30
==> flow/constraint.sdc <==
current_design EX_MEM

set clk_period 1.0
set clk_io_pct 0.2

create_clock -name clk0 -period $clk_period [get_ports {clk}]

set non_clock_inputs [all_inputs -no_clocks]
set_input_delay [expr $clk_period * $clk_io_pct] -clock clk0 $non_clock_inputs
set_output_delay [expr $clk_period * $clk_io_pct] -clock clk0 [all_outputs]
==> summary.txt <==
Sw Ratio -> 19.0%
ys cells -> 314
Mapped Area -> 4280 µm²
Total GRT Usage -> 16.1%
Tot Pwr -> 13600 µW
Slew Limit Fails -> 0
area grow syn2layout -> 68.1%
yosys stat area -> 4280 µm²
Critical Path Sink Type -> primary output
total congestion overflow -> 0
dpl ws -> 0.00751 ns
minimum clock period -> 1.03 ns
clock buffer depth -> 2
VDD IR max -> 1.32 mV
# rows -> 43
Worst Path Buf+Inv -> 1
worst path cell trace -> buf_2
Rel. slew slack -> 83.1%
OpenROAD warnings -> 27
Lkg Pwr -> 0.00383 µW
first-pass GRT wire length -> 17700 µm
Antenna diodes -> 0
PnR worst setup slack -> -0.0277 ns
largest area contributor in the netlist -> dfxtp_1
Synth top cells by count -> dfxtp_1, and3b_1, clkbuf_1
P per Cell Area -> 1890 nW/µm²
Ys Warns -> 2
EDFF count, synth -> 0
clock network power share -> 48.1%
die extent in y -> 121 µm
area of the multi-input gates -> 1240 µm²
routed len/inst -> 14.9 µm
die span in x -> 121 µm
I/O Pins -> 286
routed vias/inst -> 4.17
FF/Latch Area -> 2870 µm²
Fmax -> 973 MHz
Required @ worst endpoint -> 0.80 ns
placed cells -> 756
PortBufs -> 285
setup total negative slack -> -0.855 ns
# setup viols final -> 92
Die Size -> 14800 µm²
GPL Wtd Cong -> 0.755
Internal -> 11000 µW
Mean Syn Cell Area -> 13.6 µm²
Pre-antenna DRT Iters -> 4
Synth Flop Type -> dfxtp_1
# fillers -> 1240
worst hold path class -> in -> reg
initial antenna violation count -> 0
most numerous cell in the Yosys netlist -> dfxtp_1
clock sink total -> 142
vias post-DR -> 3287
total CTS buffers -> 17
Synth cell types -> 7
Synth Seq Share -> 66.4%
Flops after synth -> 142
RSZ-0062 raised after global routing -> true
share of post-route cells with drive strength above 1 -> 33.4%
Top area cell types -> dfxtp_1, and3b_1, buf_6
slowest CP cell -> dfxtp_2
CTS Root Cell -> clkbuf_16
HPWL Detailed -> 8430 µm
final core utilization -> 51.9%
Core ar. -> 13900 µm²
asr flop ratio synth -> 0%
1st-iter DRT viols -> 89
nature of the critical path startpoint -> flip-flop
Post-Route WL -> 11700 µm
Setup Buffers After CTS -> 0
WP data arrival -> 0.83 ns
Crit path max-delay family -> flip-flops
Final period util -> 103%
antenna-violating nets left -> 0
Mapped Cells -> 314
sequential power share -> 43.8%
status -> finished with violations
critical path class -> reg -> out
final hold violations -> 0
largest net degree at the start of global routing -> 73
failing checks -> setup timing
Comb pwr share -> 8.2%
Post-Layout Cell Count -> 788
# DRC -> 0
vias in the first global route -> 3342
clk slew on worst S/H paths -> 0.05 ns
maximum fanout along the worst path -> 1
critical path's largest stage delay -> 0.32 ns
top cell type's share of synthesized area -> 66.4%
CTS tree -> built
fp_density -> 30.8%
Switch Pwr -> 2580 µW
Clock H-tree levels -> 4
max-cap violations -> 0
worst-margin pin slew -> 0.253 ns
through the flow:
step,hold WS (ns),instance area [µm²]
final,0.185,7200
after global routing,0.180,7200
after CTS,0.157,7190
after detailed placement,0.597,7260
after global placement,0.590,7260
after floorplan,0.356,4280
registers in the layout (all words and copies together) (netlist names):
register and count:
data 128, control_Reg 13, not_Forwarding 1
final timing paths:
kind	from	to	depth (start not counted)	slack [ns]
setup / recovery	control_Reg[10]	Rd_out[2]	1	-0.03
hold / removal	rst	data[2][16]	2	0.18
cell families after synthesis:
group,Yosys count,synth area share [%]
flip-flops,142,66.4
buffers and inverters,30,4.62
AND/OR/NAND/NOR,142,29.0
routing by layer:
metal | part of all wire [%] | GRT usage [%] | wire [µm] | vias to the layer above
li1 | - | - | - | 1641
met1 | 38 | 19.2 | 4420 | 1442
met2 | 46 | 26.1 | 5440 | 187
met3 | 14 | 8.01 | 1580 | 17
met4 | 2.3 | 3.55 | 272 | 0
met5 | 0 | 0 | 0 | -
cells in the final DEF, fill, tap and decap left out:
cell	n
bufinv_16	4
clkbuf_8	2
clkbuf_1	1
clkinv_2	6
and3b_1	141
clkdlybuf4s50_1	141
clkbuf_16	17
clkinv_4	1
buf_12	4
clkinvlp_4	1
buf_2	142
dfxtp_1	121
dfxtp_2	21
buf_4	5
nand2b_1	1
what timing repair did:
| action | 4_1_cts | 5_1_grt |
|---|---|---|
| gates resized | 464 | 5 |
| hold buffers | 0 | 0 |
| cloned | 0 | 0 |
| setup endpoints to repair | 142 | 142 |
final cells by class:
class                   instances  share of cell area (%)
clock buffers                  20                    6.34
clock inverters                12                    2.31
multi-input cells             142                    17.2
flip-flops and latches        142                    39.9
well taps                     180                    3.13
repair buffers                292                    31.1
power by group through the flow:
stage / sequential (µW) / combinational, µW / clock (µW)
CTS: 5940 / 1130 / 6700
global route: 5960 / 1220 / 6950
finish: 5940 / 1110 / 6530
Power figures rest on the tool's default switching activity, not on a simulated workload.
