--- ./config.mk ---
export PLATFORM = sky130hd
export DESIGN_NAME = ID_EX
export DESIGN_NICKNAME = ID_EX
export VERILOG_FILES = /design/flow/design.v
export SDC_FILE = /design/flow/constraint.sdc
export NUM_CORES = 4
export LEC_CHECK = 1
export CORE_AREA = 10 10 176 176
export DIE_AREA = 0 0 186 186
--- ./constraint.sdc ---
current_design ID_EX

set clk_period 1.0
set clk_io_pct 0.2

create_clock -name clk0 -period $clk_period [get_ports {clk}]

set non_clock_inputs [all_inputs -no_clocks]
set_input_delay [expr $clk_period * $clk_io_pct] -clock clk0 $non_clock_inputs
set_output_delay [expr $clk_period * $clk_io_pct] -clock clk0 [all_outputs]
--- ./design.v ---
module ID_EX(
    input wire clk,
    input wire rst,
    input wire ID_EX_Write,
    input wire[31:0] PC_number_in,
    input wire[1:0]ALUOp_in,
    input wire RegWrite_in,
    input wire ALUSrc_in,
    input wire MemWrite_in,
    input wire MemRead_in,
    input wire MemtoReg_in,
    input wire[1:0] Branch_in,
    input wire is_jal_in,
    input wire[31:0] imm_in,
    input wire[31:0] Read_data1_in,
    input wire[31:0] Read_data2_in,
    input wire[4:0] Rs1_in,
    input wire[4:0] Rs2_in,
    input wire[4:0] Rd_in,
    input wire[3:0] inst_in,
    output wire[31:0] PC_number_out,
    output wire[1:0]ALUOp_out,
    output wire RegWrite_out,
    output wire ALUSrc_out,
    output wire MemWrite_out,
    output wire MemRead_out,
    output wire MemtoReg_out,
    output wire[1:0] Branch_out,
    output wire is_jal_out,
    output wire[31:0] imm_out,
    output wire[31:0] Read_data1_out,
    output wire[31:0] Read_data2_out,
    output wire[4:0] Rs1_out,
    output wire[4:0] Rs2_out,
    output wire[4:0] Rd_out,
    output wire[3:0] inst_out,
    output reg not_Forwarding
);
reg[9:0] control_Reg;
reg[31:0] data [0:3];
reg[4:0] Rs_Rd [0:2];
reg[3:0] inst;
assign PC_number_out = data[0];
assign imm_out = data[1];
assign Read_data1_out = data[2];
assign Read_data2_out = data[3];
assign ALUOp_out    = control_Reg[1:0];
assign RegWrite_out = control_Reg[2];
assign ALUSrc_out   = control_Reg[3];
assign MemWrite_out = control_Reg[4];
assign MemRead_out  = control_Reg[5];
assign MemtoReg_out = control_Reg[6];
assign Branch_out   = control_Reg[8:7];
assign is_jal_out   = control_Reg[9];
assign Rs1_out = Rs_Rd[0];
assign Rs2_out = Rs_Rd[1];
assign Rd_out  = Rs_Rd[2];
assign inst_out = inst;
always @(posedge clk) begin
    if(ID_EX_Write && !rst)begin
        data[0] <= PC_number_in;
        data[1] <= imm_in;
        data[2] <= Read_data1_in;
        data[3] <= Read_data2_in;
        control_Reg[1:0] <= ALUOp_in;
        control_Reg[2] <= RegWrite_in;
        control_Reg[3] <= ALUSrc_in;
        control_Reg[4] <= MemWrite_in;
        control_Reg[5] <= MemRead_in;
        control_Reg[6] <= MemtoReg_in;
        control_Reg[8:7] <= Branch_in;
        control_Reg[9] <= is_jal_in;
        Rs_Rd[0] <= Rs1_in;
        Rs_Rd[1] <= Rs2_in;
        Rs_Rd[2] <= Rd_in; 
        inst <= inst_in;
        not_Forwarding <= 0;
    end else begin
        data[0] <= 32'b0;
        data[1] <= 32'b0;
        data[2] <= 32'b0;
        data[3] <= 32'b0;
        control_Reg <= 10'b0;
        Rs_Rd[0] <= 5'b0;
        Rs_Rd[1] <= 5'b0;
        Rs_Rd[2] <= 5'b0;   
        inst <= 4'b0;    
        not_Forwarding <= 1; 
    end
end
endmodule
--- ./run.sh ---
#!/bin/bash
# OpenROAD 26Q1-2900-gdf79404cd8, Yosys 0.63+post, stock flow scripts
make -C /OpenROAD-flow-scripts/flow DESIGN_CONFIG=/design/flow/config.mk WORK_HOME=/design/flow/orfs finish
==> impl_results.html <==
<h2>Implementation results</h2>
<table>
<tr><th>Metric</th><th>Value</th></tr>
<tr><th colspan="2">Outcome</th></tr>
<tr><td>Status</td><td>complete, but fails checks</td></tr>
<tr><td>Violations in the final reports</td><td>negative setup slack</td></tr>
<tr><th colspan="2">Timing</th></tr>
<tr><td>Final setup violation count</td><td>approximately 160</td></tr>
<tr><td>Worst slew margin relative to its limit</td><td>0.805</td></tr>
<tr><td>Peak clock frequency supported by timing</td><td>between 900 and 1000 MHz</td></tr>
<tr><td>Worst Tran Pin Value</td><td>just under 0.3 ns</td></tr>
<tr><td>Final slew viol count</td><td>0</td></tr>
<tr><td>Final worst-path cycle share</td><td>1.09</td></tr>
<tr><td>Number of hold-slack violations in the final timing report</td><td>0</td></tr>
<tr><td>RSZ-0062 raised after global routing</td><td>true</td></tr>
<tr><td>Setup ws final</td><td>-0.0891 ns</td></tr>
<tr><td>Final critical-path required period</td><td>1.09 ns</td></tr>
<tr><th colspan="2">Yosys</th></tr>
<tr><td>Largest cells by area after synthesis</td><td>sky130_fd_sc_hd__dfxtp_1 (66%), sky130_fd_sc_hd__and3b_1 (29%), sky130_fd_sc_hd__buf_6 (3.1%)</td></tr>
<tr><td>Register bit count reported by yosys</td><td>approximately 160</td></tr>
<tr><td>Share of the synthesized area in the top cell type</td><td>0.660</td></tr>
<tr><td>Synthesized instance count</td><td>350</td></tr>
<tr><td>Top non-seq family</td><td>simple AND/OR/NAND/NOR gates</td></tr>
<tr><td>Post-synthesis cell type with the largest combined area</td><td>sky130_fd_sc_hd__dfxtp_1</td></tr>
<tr><td>Number of flops mapped to enable cells by yosys</td><td>0</td></tr>
<tr><td>Synthesized-area fraction occupied by and/or/nand/nor cells</td><td>0.288</td></tr>
<tr><td>Area fraction in mux cells</td><td>0</td></tr>
<tr><td>Synth unique cells</td><td>8</td></tr>
<tr><td>Cell count in the Yosys report</td><td>roughly 350</td></tr>
<tr><td>Async set-or-reset flop fraction in the synthesized netlist</td><td>0</td></tr>
<tr><td>Netlist area before placement</td><td>between 4000 and 5000 um2</td></tr>
<tr><td>Xor+xnor area frac</td><td>0</td></tr>
<tr><td>Most used standard cells in the synthesized netlist</td><td>sky130_fd_sc_hd__dfxtp_1 (158), sky130_fd_sc_hd__and3b_1 (157), sky130_fd_sc_hd__buf_6 (13)</td></tr>
<tr><td>Post-Syn Area per Cell</td><td>13.7 um2</td></tr>
<tr><td>Synthesis area per yosys</td><td>between 4000 and 5000 um2</td></tr>
<tr><td>Share of synthesized cell area in and-or and or-and compound cells</td><td>0</td></tr>
<tr><td>Sequential area share after synthesis</td><td>0.660</td></tr>
<tr><td>Ys flop type</td><td>sky130_fd_sc_hd__dfxtp_1</td></tr>
<tr><td>Most instantiated library cell after synthesis</td><td>sky130_fd_sc_hd__dfxtp_1</td></tr>
<tr><td>Yosys warning count</td><td>3</td></tr>
<tr><td>Post-Synth Adder-Cell Area</td><td>0</td></tr>
<tr><th colspan="2">Critical path</th></tr>
<tr><td>CP Max Fanout</td><td>1</td></tr>
<tr><td>Largest stage delay on the critical path</td><td>0.37 ns</td></tr>
<tr><td>Critical path arrival</td><td>0.89 ns</td></tr>
<tr><td>Data required time of the critical path</td><td>0.80 ns</td></tr>
<tr><td>Endpoint type of the worst setup path</td><td>output port</td></tr>
<tr><td>Crit path cell chain</td><td>buf_6</td></tr>
<tr><td>Family of cells with the greatest summed delay on the critical path</td><td>flip-flops</td></tr>
<tr><td>Crit-path slowest cell</td><td>sky130_fd_sc_hd__dfxtp_4</td></tr>
<tr><td>Element type at the critical path start</td><td>flop</td></tr>
<tr><td>CP bufs+invs</td><td>1</td></tr>
<tr><td>Kind of critical path</td><td>reg -&gt; out</td></tr>
<tr><th colspan="2">Clocking</th></tr>
<tr><td>Hold_buf cts</td><td>0</td></tr>
<tr><td>Buffer count from post-CTS setup fixing</td><td>0</td></tr>
<tr><td>Total clock buffers created by CTS</td><td>17</td></tr>
<tr><td>Cell at the root of the clock tree</td><td>sky130_fd_sc_hd__clkbuf_16</td></tr>
<tr><td>Clock Sink Count</td><td>158</td></tr>
<tr><td>TritonCTS clock tree</td><td>done</td></tr>
<tr><td>Maximum number of buffers from clock root to sink</td><td>2</td></tr>
<tr><td>Clock input transition at the sequential cells of the worst setup and hold paths</td><td>0.07 ns</td></tr>
<tr><td>H-tree lvl count</td><td>4</td></tr>
<tr><th colspan="2">Route</th></tr>
<tr><td>Number of DRC violations after detailed-routing iteration 0</td><td>58</td></tr>
<tr><td>Via count</td><td>3777</td></tr>
<tr><td>Total routed wirelength</td><td>between 15 and 20 mm</td></tr>
<tr><td>Number of nets still failing antenna checks after routing</td><td>0</td></tr>
<tr><td>Wire per inst</td><td>17.0 um</td></tr>
<tr><td>Detailed-route DRC error count</td><td>0</td></tr>
<tr><td>Vias per Instance</td><td>around 3.6</td></tr>
<tr><td>Antenna cells</td><td>0</td></tr>
<tr><td>Number of iterations in the first detailed-routing pass</td><td>4</td></tr>
<tr><th colspan="2">Worst hold path</th></tr>
<tr><td>Path type of the worst min-delay path</td><td>in -&gt; reg</td></tr>
<tr><th colspan="2">Pwr</th></tr>
<tr><td>Leakage power</td><td>between 4 and 5 nW</td></tr>
<tr><td>Overall power of the completed layout</td><td>0.0151 W</td></tr>
<tr><td>Power Density</td><td>1790 nW/um2</td></tr>
<tr><td>Peak supply drop</td><td>0.861 mV</td></tr>
<tr><th colspan="2">Floorplan</th></tr>
<tr><td>Initial standard-cell utilization of the core</td><td>0.177</td></tr>
<tr><td>Floorplan die width</td><td>186 um</td></tr>
<tr><td>Die Span Y</td><td>186 um</td></tr>
<tr><td>IO Pins</td><td>about 320</td></tr>
<tr><td>Floorplan die area</td><td>34600 um2</td></tr>
<tr><td>Rows</td><td>60</td></tr>
<tr><td>Core outline area</td><td>~27000 um2</td></tr>
<tr><th colspan="2">Placement</th></tr>
<tr><td>Placed inst area</td><td>between 8000 and 9000 um2</td></tr>
<tr><td>Number of buffers inserted by port buffering</td><td>317</td></tr>
<tr><td>Sum of net half-perimeters after detailed placement</td><td>about 14 mm</td></tr>
<tr><td>Placed Instances</td><td>1004</td></tr>
<tr><td>Routability-driven placement congestion ratio</td><td>0.761</td></tr>
<tr><td>Dpl ws</td><td>-0.143 ns</td></tr>
<tr><th colspan="2">Global route</th></tr>
<tr><td>Overall fraction of global-route tracks in use</td><td>0.0977</td></tr>
<tr><td>Global route total overflow</td><td>0</td></tr>
<tr><td>Wire length of the first global-routing pass</td><td>about 25 mm</td></tr>
<tr><td>Antenna violations before repair</td><td>0</td></tr>
<tr><td>Via count of the first global-routing pass</td><td>3940</td></tr>
<tr><td>Largest net degree at the start of global routing</td><td>78</td></tr>
<tr><th colspan="2">Final layout</th></tr>
<tr><td>P&amp;R area growth vs syn</td><td>75.8%</td></tr>
<tr><td>Final core area utilization</td><td>0.312</td></tr>
<tr><td>Share of final-layout standard cells stronger than drive strength 1</td><td>0.370</td></tr>
<tr><td>Finished Cell Area</td><td>between 8000 and 9000 um2</td></tr>
<tr><td>Final non-filler cell total</td><td>1036</td></tr>
<tr><th colspan="2">Flow run</th></tr>
<tr><td>Total tool warning count</td><td>27</td></tr>
<tr><td>Max-cap viol count</td><td>0</td></tr>
</table>
-- cells by family after synthesis --
group	count (synthesis)
buf+inv	34
flops	158
simple gates	158
-- through the flow --
step                hold WS, ns  TNS (ns)
global placement          0.664    -0.491
finish                    0.238     -2.87
floorplan                 0.356         0
global route              0.220    -11.31
CTS                       0.211     -8.68
detailed placement        0.667    -0.485
-- state kept, by name, indices dropped and copies added, names as in the netlist --
signal          cells
Rs_Rd              15
control_Reg        10
data              128
inst                4
not_Forwarding      1
-- worst paths after layout --
check,from,cells after the start,endpoint,slack (ns)
worst min-delay path,rst,3,Rs_Rd[2][0],0.24
worst max-delay path,data[1][7],1,imm_out[7],-0.09
-- layout make-up --
class                           count  area [um2]
Tap cell                          341         427
Fill cell                        2731       18600
Timing Repair Buffer              347        2760
Multi-Input combinational cell    158        1380
Sequential cell                   158        3210
Clock inverter                     13         204
Clock buffer                       19         443
-- power breakdown --
group / leakage (nW) / switching [W] / total [W] / internal [W]
Clock: 0.310 / 0.00279 / 0.00711 / 0.00432
Sequential: 1.31 / 0.0000604 / 0.00661 / 0.00655
Combinational: 2.74 / 0.000376 / 0.00138 / 0.00100
-- layer usage --
metal	share of wire	vias to the layer above	GRT usage
li1	-	1861	-
met1	0.41	1694	0.124
met2	0.43	213	0.147
met3	0.15	9	0.0561
met4	0.011	0	0.0116
met5	0	-	0
-- repair_timing --
action	4_1_cts	5_1_grt
pin swaps	0	0
gates resized	536	22
setup endpoints to repair	158	158
cloned	0	0
-- cells in the final DEF (no fill, tap or decap), drive strengths merged --
cell type	n
clkinvlp	2
nand2b	1
and3b	157
bufinv	4
clkdlybuf4s50	157
clkinv	3
inv	4
clkbuf	19
dfxtp	158
buf	190
Power is estimated from default activity; no workload was simulated.
